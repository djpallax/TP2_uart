[run.sh]
#!/bin/bash
# OpenROAD 26Q1-2900-gdf79404cd8, Yosys 0.63+post, stock flow scripts
make -C /OpenROAD-flow-scripts/flow DESIGN_CONFIG=/design/flow/config.mk WORK_HOME=/design/flow/orfs finish
[config.mk]
export PLATFORM = sky130hd
export DESIGN_NAME = ALU
export DESIGN_NICKNAME = ALU
export VERILOG_FILES = /design/flow/design.v
export SDC_FILE = /design/flow/constraint.sdc
export NUM_CORES = 4
export LEC_CHECK = 1
export CORE_AREA = 10 10 110 110
export DIE_AREA = 0 0 120 120
[constraint.sdc]
current_design ALU

set clk_period 10.3
set clk_io_pct 0.2

create_clock -name clk0 -period $clk_period

set non_clock_inputs [all_inputs -no_clocks]
set_input_delay [expr $clk_period * $clk_io_pct] -clock clk0 $non_clock_inputs
set_output_delay [expr $clk_period * $clk_io_pct] -clock clk0 [all_outputs]
[design.v]
module ALU 
#(
    parameter NB_DATA = 8,         
    parameter NB_OP   = 6          
)
(
    input  wire                           i_valid,     
    input  wire signed  [NB_DATA - 1 : 0] i_data_a,    
    input  wire signed  [NB_DATA - 1 : 0] i_data_b,    
    input  wire         [NB_OP   - 1 : 0] i_op    ,    
    output wire  signed [NB_DATA - 1 : 0] o_result     
);
    reg signed [NB_DATA-1:0] result                    ;
    reg signed [NB_DATA-1:0] feedback = {NB_DATA{1'b0}};
always @(*) 
begin
    case (i_op)
        6'b100000: result <= i_data_a +   i_data_b ;  
        6'b100010: result <= i_data_a -   i_data_b ;  
        6'b100100: result <= i_data_a &   i_data_b ;  
        6'b100101: result <= i_data_a |   i_data_b ;  
        6'b100110: result <= i_data_a ^   i_data_b ;  
        6'b000011: result <= i_data_a >>> i_data_b ;  
        6'b000010: result <= i_data_a >>  i_data_b ;  
        6'b100111: result <= ~(i_data_a | i_data_b);  
        default:   result <= {NB_DATA{1'b0}}       ;  
    endcase
    feedback <= i_valid ? result : feedback;
end
    assign o_result = i_valid ? result : feedback;
endmodule
==> flow_metrics.py <==
# Generated from Yosys and OpenROAD reports
metrics = {
    "placed_design": {
        "place_congestion": 0.992,
        "hpwl_mm": 4.84,
        "io_buffers": 31,
    },
    "die": {
        "die_w_um": 120,
        "io_pins": 31,
        "chipHeight_um": 120,
        "chipArea_mm2": 0.0144,
        "fp_util_pct": 18.8,
        "coreArea_mm2": 0.00977,
        "rows": 36,
    },
    "critical_path": {
        "worstSetupPathType": "in2out",
        "arrival_ns": 6.04,
        "critical_path.cell_chain": "clkdlybuf4s50_1 -> nand3b_1 -> nor2_1 -> mux2_2 -> inv_1 -> ha_1 -> nor2b_1 -> o31a_1 -> o21a_1 -> or3_1 -> a31o_2 -> mux2_2 -> clkdlybuf4s50_1",
        "critical_path.max_fanout": 22,
        "end_kind": "primary output",
        "critPathLaunchType": "input port",
        "cp.buffers_inverters": 3,
        "crit_required_ns": 8.24,
        "cpPeakStageDelay_ns": 0.94,
        "cp_num_cells": 13,
        "slowest_stage": "clkdlybuf4s50_1",
        "crit_family": "buffers and inverters",
    },
    "global_routing": {
        "grt_start_max_net_pins": 28,
        "grt_pass1_wl_mm": 9.73,
        "grt_overflow": 0,
        "antenna_found_initial": 0,
        "grt.total_usage_pct": 8.16,
        "grt_pass1_vias": 1812,
    },
    "routing": {
        "top_layer_used": "met4",
        "num_vias": 1864,
        "routed_wl_mm": 5.83,
        "met2_length_mm": 2.60,
        "dr_wl_met3_um": 418,
        "viasPerCell": 4.57,
        "wl_per_cell_um": 14.3,
        "num_antenna_cells": 0,
        "initialDrtViolationCount": 117,
        "first_pass_iters": 4,
        "route.detailed.drc": 0,
        "ant_nets": 0,
        "met1_length_mm": 2.67,
    },
    "final_layout": {
        "drive_gt1_share_pct": 6.91,
        "fin_util_pct": 23.2,
        "synthToLayoutAreaGrowth_pct": 23.5,
        "largest_reg_flops": 8,
        "reg_top3": "feedback: 8 flops",
        "fill_cells": 1077,
        "largest_register": "feedback",
    },
    "timing": {
        "rsz0062_at_grt": "no",
        "unclocked_regs": 8,
        "hold_viol_final": 0,
        "slew_headroom_pct": 51.7,
        "finalCritPeriodShare_pct": 78.7,
        "fin_tns_setup_ns": 0,
        "worst_slew_pin_slew_ns": 0.723,
        "fmax_mhz": 123,
        "finalSetupViolCount": 0,
        "untimed_endpoints": 8,
        "drv_slew": 0,
        "period_minus_slack_ns": 8.10,
    },
    "clock_network": {
        "holdBufCountCts": 0,
        "post-cts-setup-buffers": 0,
        "cts_resized": 0,
    },
    "synth": {
        "syn_area_mm2": 0.00183,
        "ys_ff": 8,
        "yosys_cells": 255,
        "postSynthAreaPerCell_um2": 7.19,
        "async_flop_share_pct": 0,
        "ys_chip_area_mm2": 0.00183,
        "yosysWarnings": 1,
        "synthCells": 255,
        "top_cells_by_count": "nand2_1 (25), ha_1 (24), inv_1 (24), nor2_1 (19), o21ai_0 (18)",
        "synth_cell_types": 51,
        "top_area_share_pct": 16.4,
        "area_leaders": "ha_1 (16%), mux2i_1 (7.1%), dlxtp_1 (6.5%)",
        "post-synth-top-count-cell": "nand2_1",
        "synth-main-ff-cell": "dlxtp_1",
        "enable_flop_cells": 0,
        "synth_area_leader_cell": "ha_1",
    },
    "pwr": {
        "pwr_density_cell_mw_per_mm2": 36.5,
        "ir_worst_vdd_mv": 0.0130,
        "p_leak_nw": 0.992,
    },
    "min_path": {
        "hold_depth": 5,
        "hold_path_class": "in2out",
    },
    "status": {
        "status": "complete, no violations",
    },
    "job": {
        "maxCapViolCount": 0,
        "log.warning_count": 41,
    },
}
-- metal layers --
| metal | vias to the layer above | track usage, % |
|---|---|---|
| li1 | 961 | - |
| met1 | 826 | 11.2 |
| met2 | 69 | 12.9 |
| met3 | 8 | 1.71 |
| met4 | 0 | 1.73 |
| met5 | - | 0 |
-- placed cells by master (no fill, tap or decap), types with 9 or more instances in the layout --
cell	instances
o21ai_0	18
nor2_1	19
ha_1	24
clkdlybuf4s50_1	31
inv_1	24
nand2_1	25
a21oi_1	13
xnor2_1	9
mux2i_1	13
-- power by group --
group	internal (mW)	switching (mW)	leakage, nW
combinational	0.0373	0.0435	0.933
clock	0	0	0
sequential	0.00193	0.000135	0.0584
total	0.0392	0.0436	0.992
-- path summary, 6_finish.rpt --
check             startpoint           to  slack, ns
setup / recovery     i_op[1]  o_result[5]       2.20
hold / removal       i_op[2]  o_result[7]       5.36
-- stage by stage --
stage	cell area (um2)	std cells	hold slack (ns)	power (mW)	setup WS, ns
after floorplan	1830	255	4.23	0.0537	3.44
after global placement	2270	408	5.37	0.0821	2.25
after detailed placement	2270	408	5.37	0.0825	2.20
after CTS	2270	408	5.37	0.0830	2.20
after global routing	2270	408	5.44	0.0938	1.98
final	2270	408	5.36	0.0828	2.20
-- cell type report --
type                       instances  area, um2  share of cell area [%]
sequential                         8        120                    5.30
timing repair buffer              33        325                    14.4
tap                              133        166                    7.34
inverter                          24       90.1                    3.98
multi-input combinational        210       1560                    69.0
-- logic make-up (layout without fill, tap and decap cells) --
family / Yosys count / count (layout) / share of synthesized area [%]
AND/OR/NAND/NOR: 81 / 81 / 24.1
XOR/XNOR: 11 / 11 / 5.25
buffers and inverters: 37 / 57 / 8.19
multiplexers: 21 / 21 / 12.8
AND-OR/OR-AND: 72 / 72 / 25.6
adder cells (fa/ha/maj): 25 / 25 / 17.5
latches: 8 / 8 / 6.55
Power and IR drop assume default switching activity.
